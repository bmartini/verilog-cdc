## design.v

```verilog
`default_nettype none
module continuous_bus_cdc
  #(parameter
    BUS_WIDTH = 32)
   (input   wire                    up_clk,
    input   wire                    up_rst,
    input   wire    [BUS_WIDTH-1:0] up_bus,
    input   wire                    dn_clk,
    input   wire                    dn_rst,
    output  logic   [BUS_WIDTH-1:0] dn_bus
);
    logic [BUS_WIDTH-1:0]   a_mem [0:1];
    logic [1:0]             a_u2d;
    logic [1:0]             a_d2u;
    logic [BUS_WIDTH-1:0]   dn_bus_r;
    logic                   dn_ptr;
    logic                   dn_u2d_ptr;
    logic                   dn_en;
    logic [BUS_WIDTH-1:0]   up_bus_r;
    logic                   up_ptr;
    logic                   up_d2u_ptr;
    logic                   up_en;
    always_ff @(posedge dn_clk)
        if (dn_rst) {dn_u2d_ptr, a_u2d} <= 'b0;
        else        {dn_u2d_ptr, a_u2d} <= {a_u2d, up_ptr};
    always_ff @(posedge up_clk)
        if (up_rst) {up_d2u_ptr, a_d2u} <= 'b0;
        else        {up_d2u_ptr, a_d2u} <= {a_d2u, dn_ptr};
    assign up_en = ~(up_d2u_ptr ^ up_ptr);
    always_ff @(posedge up_clk)
        if (up_rst) up_ptr <= 1'b0;
        else        up_ptr <= up_ptr ^ up_en;
    always_ff @(posedge up_clk)
        if (up_en) a_mem[up_ptr] <= up_bus_r;
    always_ff @(posedge up_clk)
        if (up_rst) up_bus_r <= 'b0;
        else        up_bus_r <= up_bus;
    assign dn_en = (dn_u2d_ptr ^ dn_ptr);
    always_ff @(posedge dn_clk)
        if (dn_rst) dn_ptr <= 1'b0;
        else        dn_ptr <= dn_ptr ^ dn_en;
    always_ff @(posedge dn_clk)
        if      (dn_rst)    dn_bus_r <= 'b0;
        else if (dn_en)     dn_bus_r <= a_mem[dn_ptr];
    always_ff @(posedge dn_clk)
        if (dn_rst) dn_bus <= 'b0;
        else        dn_bus <= dn_bus_r;
endmodule
`default_nettype wire
```

## run.sh

```bash
#!/bin/bash
# OpenROAD 26Q1-2900-gdf79404cd8, Yosys 0.63+post, stock flow scripts
make -C /OpenROAD-flow-scripts/flow DESIGN_CONFIG=/design/flow/config.mk WORK_HOME=/design/flow/orfs finish
```

## config.mk

```make
export PLATFORM = sky130hd
export DESIGN_NAME = continuous_bus_cdc
export DESIGN_NICKNAME = continuous_bus_cdc
export VERILOG_FILES = /design/flow/design.v
export SDC_FILE = /design/flow/constraint.sdc
export NUM_CORES = 4
export LEC_CHECK = 1
export CORE_UTILIZATION = 30
```

## constraint.sdc

```tcl
current_design continuous_bus_cdc

set clk_period 2.9
set clk_io_pct 0.2

create_clock -name clk0 -period $clk_period [get_ports {dn_clk}]
create_clock -name clk1 -period $clk_period [get_ports {up_clk}]

set non_clock_inputs [all_inputs -no_clocks]
set_input_delay [expr $clk_period * $clk_io_pct] -clock clk0 $non_clock_inputs
set_output_delay [expr $clk_period * $clk_io_pct] -clock clk0 [all_outputs]
```

==> deck_impl_summary.md <==
Implementation Results

Floorplanning
  – Horiz. Die Dim: between 100 and 150 um
  – Die ar.: about 19,000 sq um
  – Boundary pin count: about 68
  – Placeable Area: ~18,000 sq um
  – Chip Height: 137 um
  – Pre-Place Util: a little under a third
  – Row cnt: between 40 and 50

Power and ir drop
  – Maximum VDD drop: 0.328 mV
  – Sequential power share: between 50 and 60%
  – Internal power: 4.03 mW
  – Total chip power: 5.01 mW
  – Leak pwr: around 2.3 nW
  – Net Switching: between 0.9 and 1 mW
  – Switching Fraction: between 10% and 20%
  – Pwr per Cell Area: ~720 nW/um^2
  – Combinational Power Share: 3.3%
  – Share of power burned in the clock network: 45.7%

Place
  – GP Congestion: 0.729
  – Port-buffer cells: roughly 66
  – Pre-CTS setup slack: 1.20 ns
  – Dpl hpwl: around 5.5 mm
  – Placement Cell Area: about 6300 sq um

Setup path
  – Buf/Inv on CP: 1
  – Worst R2R Setup Slack: between 1 and 1.5 ns
  – Crit path max-delay family: buffers and inverters
  – CP cell instances: clkdlybuf4s50_1
  – Reg2Reg Depth: 4
  – Critical Path Source Type: flop
  – Endpoint class of the critical path: output pin
  – RR Startpoint: dn_ptr
  – Critical path class: reg -> out
  – Reg2reg end: dn_bus_r[30]
  – Max incr delay on CP: roughly 0.47 ns
  – Worst path arrival time: approximately 1.2 ns
  – WP data required: 2.32 ns
  – Max FO, Critical Path: 1
  – Critical path's slowest cell: clkdlybuf4s50_1

Final timing
  – Slew @ Worst Pin: between 0.8 and 0.9 ns
  – Finish-stage setup viols: 0
  – Clk_skew: 0.00565 ns
  – Slew headroom: roughly two fifths
  – Worst hold slack: 0.428 ns
  – Hold Violations, Final: 0
  – Final worst slack: 1.17 ns
  – RSZ-0062 raised after global routing: false
  – Final tally of max-slew violations: 0
  – Setup TNS: 0 ns

Worst hold path
  – Hold crit path type: reg -> reg
  – Hold Path Depth: 0
  – Worst Hold End: a_mem[0][11]
  – Hold path start: up_bus_r[11]

Status
  – Status: completed

Yosys
  – Top non-seq family: AND-OR/OR-AND gates
  – Most frequent cells after synthesis: dfxtp_1, nor2b_1, edfxtp_1
  – Post-Synth XOR/XNOR Area: less than 1%
  – Adders+Majority by Area: 0%
  – Main flop type: dfxtp_1
  – Cell variety after synth: 18
  – Mux cell area share: 0%
  – Yosys Warn Count: 1
  – Flip-flops with a built-in enable: 64
  – Synth top cell by count: dfxtp_1
  – Post-synth area hogs: dfxtp_1, edfxtp_1, nor2b_1
  – Synthesis area per yosys: about 5500 sq um
  – Synthesized area: 5450 sq um
  – Seq/Total Area, Yosys: about three quarters
  – Cells after synthesis: about 360
  – Simple share: about 11%
  – Post-Synth AOI/OAI Area: around an eighth
  – Async SR Flop Fraction: 0%
  – Top-area cell type share of the netlist area: a little under two fifths
  – Cell type with the largest total area: dfxtp_1
  – Ys cells: ~360
  – Yosys reg bits: between 150 and 200
  – Synth Area per Inst: about 15 sq um

Route
  – DRT antenna net count: 0
  – Drt pass-1 iters: 4
  – DRC errors left: 0
  – Vias per cell: between 4 and 5
  – Routed length per instance: around 12 um
  – Ant diodes: 0
  – Final wirelength: 8.26 mm
  – DRT iter0 DRCs: approximately 130
  – DR vias: 2,725

Clock network
  – Worst-path clk slew: 0.07 ns
  – Hold buffer count at CTS: 0
  – Postcts setup bufs: 0
  – CTS resizes: 0
  – Num Clock Sinks: around 170
  – CTS tree: done

Global route
  – GRT Residual Overflow: 0
  – GRT Total Usage: between 9 and 10%
  – Vias in the first global route: 2,747
  – Largest net degree at the start of global routing: 38
  – First-pass GRT wire length: 13.5 mm
  – Initial antenna violation count: 0

Finish
  – Share of cells above drive strength 1: a little under a quarter
  – Sequential Area: approximately 4000 sq um
  – P&R area growth vs syn: 27.1%
  – Comb. cell area: ~1300 sq um
  – Fill count: about 1,600
  – Final Instance Area: just under 7000 sq um

Flow run
  – Log Warnings: 26
  – Max-cap violations: 0
layout make-up:
class	count	share of cell area [%]
Clock inverter	10	1.77
Timing Repair Buffer	73	10.4
Tap cell	225	4.06
Clock buffer	22	7.15
Multi-Input combinational cell	173	18.8
Sequential cell	168	57.8
flip-flops by register name, summed over array words and instances, names as in the netlist:
signal,flops
up_d2u_ptr,1
a_mem,64
dn_bus,32
dn_u2d_ptr,1
dn_bus_r,32
a_d2u,2
a_u2d,2
up_ptr,1
up_bus_r,32
dn_ptr,1
routing by layer:
layer,wire length [um],vias up,track usage [%]
li1,-,1397,-
met5,0,-,0
met2,3840,70,15.8
met1,3620,1245,12.9
met4,212,0,2.50
met3,587,13,3.97
power groups by stage:
stage	clock, mW	sequential (mW)	combinational (mW)
CTS	2.34	2.56	0.169
global route	2.44	2.56	0.182
finish	2.29	2.56	0.164
worst max path at each step:
stage / from / end / slack (ns) / cells after the start
global route: dn_ptr / dn_bus_r[30] / 1.05 / 4
finish: dn_bus[16] / dn_bus[16] / 1.17 / 1
CTS: dn_bus[16] / dn_bus[16] / 1.15 / 1
cell usage in the layout, fill, tap and decap left out, drive strengths merged, types with 4 or more instances in the layout:
cell	n
a21oi	32
a22oi	32
buf	8
clkbuf	22
clkdlybuf4s50	65
dfxtp	104
edfxtp	64
inv	4
nand2	32
nor2b	73
cells by family after synthesis:
group	after synthesis
AOI/OAI and AO/OA	64
xor gates and xnor gates	1
buffers and inverters	21
DFF	168
and+or+nand+nor	108
through the flow:
step | std cells | utilization (%)
after global routing | 671 | 39.5
after detailed placement | 639 | 36.0
final | 671 | 39.5
after global placement | 639 | 36.0
after floorplan | 362 | -
after CTS | 671 | 39.5
Power is estimated from default activity; no workload was simulated.
